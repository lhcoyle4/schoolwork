[/design/flow/config.mk]
export PLATFORM = sky130hd
export DESIGN_NAME = controlbar
export DESIGN_NICKNAME = controlbar
export VERILOG_FILES = /design/flow/design.v
export SDC_FILE = /design/flow/constraint.sdc
export NUM_CORES = 4
export LEC_CHECK = 1
export CORE_UTILIZATION = 50
[/design/flow/constraint.sdc]
current_design controlbar

set clk_period 4.5
set clk_io_pct 0.2

create_clock -name clk0 -period $clk_period [get_ports {CLOCK_50}]

set non_clock_inputs [all_inputs -no_clocks]
set_input_delay [expr $clk_period * $clk_io_pct] -clock clk0 $non_clock_inputs
set_output_delay [expr $clk_period * $clk_io_pct] -clock clk0 [all_outputs]
[/design/flow/design.v]
module controlbar(LEDR, KEY, CLOCK_50);
  input [3:0] KEY;
  input CLOCK_50;
  output reg [17:0] LEDR;
  reg [25:0] counter;
  reg button_held;
  initial begin
    button_held = 0;
    counter = 0;
    LEDR = 0;
  end
  always @ (posedge CLOCK_50) begin
    if (!button_held) begin  
      if (!KEY[3]) begin      
        button_held <= 1;
        LEDR <= LEDR << 1;   
      end
      else if (!KEY[2]) begin 
        button_held <= 1;
        if (LEDR == 0) begin
          LEDR[17] <= 1;
        end
        else begin
          LEDR <= LEDR | (LEDR >> 1);
        end
      end
    end
    else begin
      if (!KEY[3]) begin      
        button_held <= 1;
        counter <= counter + 1;
        if (counter > 50000000) begin          
          LEDR <= LEDR << 1; 
          counter <= 0;
        end
      end
      else if (!KEY[2]) begin 
        button_held <= 1;
        counter <= counter + 1;
        if (counter > 50000000) begin
          if (LEDR == 0) begin
            LEDR[17] <= 1;
          end
          else begin
            LEDR <= LEDR | (LEDR >> 1);
          end
          counter <= 0;
        end 
      end
      else begin             
        button_held <= 0;
        counter <= 0;
      end
    end
  end
endmodule
[/design/flow/run.sh]
#!/bin/bash
# OpenROAD 26Q1-2900-gdf79404cd8, Yosys 0.63+post, stock flow scripts
make -C /OpenROAD-flow-scripts/flow DESIGN_CONFIG=/design/flow/config.mk WORK_HOME=/design/flow/orfs finish
==> out/metrics.yaml <==
worst_setup_path:
  reg2regPathDepth: 8
  cp_max_fo: 36
  worst_ep_arrival_time_ns: 2.74
  cp-start-kind: "input port"
  r2r-start: "counter[0]"
  worstPathRequired_ns: 4.54
  r2r_end: "LEDR[10]"
  crit_type: "input port to flop"
  end_kind: "flop"
  r2r_slack_ns: 2.39
pwr:
  p_leak_uw: 0.000939
  powerDensity_nw_per_um2: 352
  vdd_ir_drop_max_uv: 229
  power.total_uw: 937
layout:
  area_growth_pct: 13.9
  final.fill_count: 354
  drive_above_1_share: 0.0581
  postLayoutCoreUtil: 0.603
floorplanning:
  coreArea_um2: 4410
  num_io_pins: 23
  dieWidth_um: 70.4
  chipArea_um2: 4950
  fp_util: 0.529
  rows: 24
  die.size.y_um: 70.4
route:
  wl_met3_um: 359
  wl_met1_um: 2130
  drt_pass1_iterations: 4
  antenna_left: 0
  wl_per_cell_um: 14.8
  diodes: 0
  dr_total_vias: 1674
  maxUsedRoutingLayer: "met4"
  via_per_inst: 5.71
  wl_met2_um: 1800
  drt_iter0_drc: 91
  drc: 0
  drt_wl_total_um: 4330
clocking:
  h-tree-depth: 2
  worstSkewPairLatency_ns: 0.29
  cts_tree: "built"
  post_cts.repair.setup_buffers: 0
  path_clk_slew_ns: 0.07
  cts.path.max_buffers: 2
  postCtsHoldBufs: 0
  clock-root-buffer: "clkbuf_8"
  cts_resized: 0
  cts_buffers: 5
  clkSinkCount: 45
final_timing:
  fin_crit_sh: 0.600
  whs_ns: 0.632
  tns_ns: 0
  timing.final.hold_violations: 0
  rsz0062_at_grt: "false"
  fmax_mhz: 370
  setup_violations: 0
  worstMarginPinSlew_ns: 0.389
  clock_skew_ns: 0.00801
  period_needed_ns: 2.70
  setup_slack_ns: 1.80
  drv_slew: 0
  relSlewSlack: 0.739
run_status:
  status: "complete, no violations"
grt:
  grt_max_degree: 37
  grt_pass1_wl_um: 7300
  grt_pass1_vias: 1576
  track_usage: 0.198
  antenna_found_initial: 0
  grt_overflow: 0
synthesis:
  ys_cells: 219
  ys_seq_share: 0.574
  synth_area_um2: 2340
  synth_cells: 219
  yosysWarnings: 1
  async_reset_ff_frac: 0
  ys_types: 35
  ys_chip_area_um2: 2340
  syn_area_per_cell_um2: 10.7
  ys.flops: 45
  ff_type: "edfxtp_1"
  edf_count: 44
place:
  post-place-ws_ns: 1.49
  io_buffers: 20
  gp_congestion: 0.802
  dpl.hpwl_um: 2850
run:
  maxCapViolCount: 0
  warnings: 29
worst_hold_path:
  min_path_type: "flop to flop"
  hold_start: "LEDR[0]"
  hold_path_end: "LEDR[0]"
  whs_path_depth: 1
==> power by group <==
| part | total, µW | switching (µW) | internal [µW] |
|---|---|---|---|
| Sequential | 567 | 50.5 | 517 |
| Combinational | 115 | 58.1 | 57.0 |
| Clock | 254 | 129 | 125 |
| Total | 937 | 238 | 699 |
==> per-layer routing <==
metal	vias to the layer above	GRT usage
met1	785	0.346
met3	5	0.0730
met2	57	0.272
met5	-	0
li1	827	-
met4	0	0.0178
==> layout make-up <==
cell class	instances	area (µm²)	share of cell area
tap	52	65.1	0.0244
inverter	2	7.51	0.00282
multi-input combinational	163	936	0.352
sequential	45	1340	0.504
clock buffer	8	90.1	0.0338
timing repair buffer	23	223	0.0836
==> critical path: stages <==
cell	delay, ns
clkdlybuf4s50_1	0.45
buf_4	0.32
nor3b_1	0.32
and4_1	0.26
nand4_1	0.14
nand2_1	0.10
a21oi_1	0.04
buf_4	0.20
==> worst max path at each step <==
stage                 startpoint       end  slack [ns]  depth (start not counted)
after CTS                 KEY[3]  LEDR[10]        1.80                          8
final                     KEY[3]  LEDR[10]        1.80                          8
after global routing      KEY[3]   LEDR[9]        1.60                          8
==> metrics by stage <==
stage,cell area [µm²],instances
final,2660,293
after global routing,2660,293
after CTS,2660,293
after detailed placement,2570,285
after global placement,2570,285
after floorplan,2340,219
==> state kept, by name, indices dropped and copies added, names as in the netlist <==
name,flops
button_held,1
LEDR,18
counter,26
==> Yosys cell counts (2+ instances only) <==
library cell,number,area share
a21oi_1,16,0.034
a31oi_1,2,0.0054
and2_1,3,0.0080
and3_1,4,0.011
and4_1,7,0.026
buf_2,2,0.0043
buf_6,2,0.0096
clkbuf_1,4,0.0064
edfxtp_1,44,0.57
ha_1,2,0.011
inv_1,2,0.0032
nand2_1,12,0.019
nand3_1,10,0.021
nand4_1,7,0.019
nor2_1,58,0.093
nor2_2,2,0.0054
nor4_1,3,0.0080
xnor2_1,5,0.019
xor2_1,18,0.067
==> cell usage in the layout, fill, tap and decap left out, types with 3 or more instances in the layout <==
cell type        instances
nor2_1                  58
edfxtp_1                44
clkdlybuf4s50_1         20
xor2_1                  18
a21oi_1                 16
nand2_1                 12
nand3_1                 10
nand4_1                  7
and4_1                   7
clkbuf_8                 6
xnor2_1                  5
and3_1                   4
and2_1                   3
nor4_1                   3
buf_4                    3
==> logic make-up (layout without fill, tap and decap cells) <==
kind of cell | Yosys count | in the layout | share of synthesized area
compound gates | 25 | 25 | 0.0664
simple gates | 112 | 112 | 0.233
flops | 45 | 45 | 0.574
fa+ha+maj | 2 | 2 | 0.0107
xor+xnor | 23 | 23 | 0.0862
buf+inv | 11 | 33 | 0.0257
mux | 1 | 1 | 0.00428
Power and IR drop assume default switching activity.
