## ./design.v

```verilog
module log2(CLOCK_50, LEDR, SW);
input wire CLOCK_50;
output reg [17:0] LEDR;  
input wire [17:0] SW;  
integer value_of_power;
integer ms_set_bit; 
integer temp_for_msb;
integer temp_for_msb_neg;
reg [7:0] n;
integer power;
integer tabval;
integer tablen[1:12];
initial begin
  tablen[1] = 4096;
  tablen[2] = 2048;  
  tablen[3] = 2048;  
  tablen[4] = 1024;  
  tablen[5] = 512;   
  tablen[6] = 256;   
  tablen[7] = 128;   
  tablen[8] = 64;    
  tablen[9] = 32;    
  tablen[10] = 16;    
  tablen[11] = 8;     
  tablen[12] = 4;    
  tablen[13] = 2;    
  tablen[14] = 1;    
  power = 0;
  LEDR = 0;
  temp_for_msb = 0;
  temp_for_msb_neg = 0;
  value_of_power = 0;
  ms_set_bit = 0;
  n = 15;
end
always @(posedge CLOCK_50) begin
  if (n == 15) begin
    LEDR <= power;
    value_of_power <= SW;  
    temp_for_msb <= SW;  
    temp_for_msb_neg <= SW;  
    ms_set_bit <= 0;
    n <= n + 1;
  end
  else if (n == 16) begin
    if (temp_for_msb > 512) begin  
      temp_for_msb <= (temp_for_msb >> 1);  
      ms_set_bit <= ms_set_bit + 1; 
    end
    else if (temp_for_msb_neg <= 256) begin
      temp_for_msb_neg <= (temp_for_msb_neg << 1);
      ms_set_bit <= ms_set_bit - 1;
    end
    else begin
      power <= (ms_set_bit << 13);
      n <= 1;
    end
  end
  else begin
    tabval = tablen[n];
    if ((value_of_power - tabval) > 1) begin
      value_of_power <= value_of_power - (value_of_power>>n);
      power <= power + tabval;
    end
    n <= n + 1;
  end
end
endmodule
```

## ./run.sh

```bash
#!/bin/bash
# OpenROAD 26Q1-2900-gdf79404cd8, Yosys 0.63+post, stock flow scripts
make -C /OpenROAD-flow-scripts/flow DESIGN_CONFIG=/design/flow/config.mk WORK_HOME=/design/flow/orfs finish
```

## ./config.mk

```make
export PLATFORM = sky130hd
export DESIGN_NAME = log2
export DESIGN_NICKNAME = log2
export VERILOG_FILES = /design/flow/design.v
export SDC_FILE = /design/flow/constraint.sdc
export NUM_CORES = 4
export LEC_CHECK = 1
export CORE_UTILIZATION = 30
```

## ./constraint.sdc

```tcl
current_design log2

set clk_period 15.7
set clk_io_pct 0.2

create_clock -name clk0 -period $clk_period [get_ports {CLOCK_50}]

set non_clock_inputs [all_inputs -no_clocks]
set_input_delay [expr $clk_period * $clk_io_pct] -clock clk0 $non_clock_inputs
set_output_delay [expr $clk_period * $clk_io_pct] -clock clk0 [all_outputs]
```

==> reports/metrics.sh <==
GRT_ANTENNA_BEFORE_REPAIR=0
CRITPATHARRIVALTIME_NS=5.77
HOLD_START='temp_for_msb_neg[26]$_SDFFE_PP0P_'
CRITICALPATHCATEGORY='reg2reg'
YS_SEQ_FRAC=0.358
CLOCK-SINKS=127
DIE_W_UM=182
COUNT_OF_HOLD_BUFFERS_INSERTED_BY_POST_CTS_REPAIR=0
TIMING.SLEW.HEADROOM=0.359
HOLD_CLASS='reg2reg'
DETAILEDPLACEMENTHPWL_UM=19200
CORE_SQ_UM=31700
POSTSYNTHCELLCOUNT=1136
YS.WARNINGS.COUNT=1
CP_MAX_FO=32
PWR-SHARE-CLK=0.149
GRT_PASS1_WL_UM=43000
TIMING_WORST_SLEW_PIN_VALUE_NS=0.958
GP_CONGESTION=0.936
DR_TOTAL_VIAS=8491
ENABLE_FLOP_CELLS=94
FIN_CRIT_SH=0.365
YS_DOMINANT_REG_CELL='edfxtp_1'
WORST_CASE_VDD_IR_DROP_uV=115
FIN_WORST_SKEW_NS=0.0137
PLACED_CELL_AREA_SQ_UM=10500
GLOBAL_ROUTE.USAGE.TOTAL=0.167
FINAL-MAX-SLEW-VIOLATION-COUNT=0
P_LEAK_nW=4.31
TOTAL_SWITCHING_POWER_mW=1.25
CLK_PATH_BUF_DEPTH=2
P_SW_FRAC=0.473
PLACE.PORT_BUFFERS=34
GRT_REMAINING_OVERFLOW=0
INTERNAL_POWER_mW=1.39
POWER.DENSITY_nW_PER_UM2=239
TIMING.REG2REG.SETUP_SLACK_NS=9.98
CLK_ROOT_BUFFER_CELL='clkbuf_16'
DIE_AREA_SQ_UM=33200
UNREPAIRED_SETUP_ENDPOINTS_AFTER_GLOBAL_ROUTING='no'
R2R.WORST_PATH.CELLS=14
STAGE_LOG_WARNINGS=29
CRIT_START='n[2]$_DFFE_PP_'
HOLD_PATH_DEPTH=2
NUM_IO_PINS=37
FLOORPLAN_DIE_HEIGHT_UM=182
HTREE_NUM_LEVELS=4
TOTAL_CTS_BUFFERS=17
NUMBER_OF_GLOBAL_ROUTE_VIAS_BEFORE_REPAIR=8120
YOSYS.STAT.CHIPAREA_SQ_UM=9740
WORSTREG2REGSTART='n[2]$_DFFE_PP_'
FINAL_CELL_AREA_SQ_UM=11000
CRIT_PATH_END_KIND='flop'
WORST-ENDPOINT-REQUIRED_NS=15.75
MAPPEDNETLISTAREA_SQ_UM=9740
TIMING.FINAL.CRIT_PERIOD_NS=5.72
ROUTE.ANTENNA.DIODE_COUNT=0
SHARE_SEQ_OF_TOTAL_POWER=0.256
ROUTEDWLPERCELL_UM=16.8
SHARE_OF_ASYNC_SETTABLE_OR_ASYNC_RESETTABLE_FLOPS_AFTER_SYNTHESIS=0
CLOCK_PIN_SLEW_ON_THE_WORST_SETUP_AND_HOLD_PATHS_NS=0.07
LAYOUT-DRIVE-GT1-SHARE=0.0724
YOSYS-STAT-CELLS=1136
SETUP_VIOL=0
FINAL_ANTENNA_NET_COUNT=0
POSTCTSRESIZEDCELLS=0
POSTSYNTHAREAPERCELL_SQ_UM=8.57
TRITONCTS_CLOCK_TREE='yes'
CTS.REPAIR_TIMING.SETUP_BUFFER_COUNT=0
SYNTH_CELL_TYPE_COUNT=72
OUTCOME='finished clean'
REG2REG_TO='value_of_power[9]$_DFFE_PP_'
POST-PLACE-WS_NS=10.08
MAXIMUM_NUMBER_OF_PINS_ON_ONE_NET_BEFORE_GLOBAL_ROUTE_REPAIR=52
DETAIL_ROUTE.ITER0.VIOLATIONS=750
FIN_WORST_HOLD_SLACK_NS=0.466
AREA.GROWTH.SYNTH_TO_FINAL_PCT=13.3
P_COMB_FRAC=0.595
YS_FF=127
TOTAL_POWER_mW=2.64
TIMING.CRITICAL_PATH.FROM_TYPE='flop'
FP_UTIL=0.307
TIMING_HOLD_VIOLATIONS_FINAL=0
CLOCK_LATENCY_NS=0.42
SETUP_WS_NS=9.98
FMAX_GHz=0.175
ROW_COUNT=65
DETAILEDROUTE.FIRSTPASSITERATIONCOUNT=5
MAX-CAP-VIOLATIONS=0
VIA_PER_INSTANCE_RATIO=5.43
FINALSETUPTNS_NS=0
MIN_TO='temp_for_msb_neg[27]$_SDFFE_PP0P_'
DRC=0
DRT_WL_TOTAL_UM=26300
cells in the final DEF (no fill, tap or decap), drive strengths merged, types with 7 or more instances in the layout:
master and n:
nand3 46, or3 13, mux4 19, clkbuf 18, a21o 24, dfxtp 33, inv 58, o21ai 74
or2 7, and3 8, nor3 14, a211oi 8, a21oi 78, xnor2 30, ha 62, o21a 9
o31ai 9, edfxtp 94, mux2i 24, clkdlybuf4s50 34, nor2 96, nor4 16, nand2 224, buf 12
nand2b 10, xor2 22, nand4 7, a31oi 18
per-stage QoR:
stage | utilization | cells
floorplan | - | 1137
global placement | 0.329 | 1531
detailed placement | 0.329 | 1531
CTS | 0.348 | 1563
global route | 0.348 | 1563
finish | 0.348 | 1563
Yosys cell counts (all sizes together) (15+ instances only):
cell | instances | area (sq um)
nand2 | 224 | 841
dfxtp | 33 | 661
mux4 | 19 | 428
o21ai | 74 | 370
edfxtp | 94 | 2820
buf | 15 | 87.6
clkbuf | 39 | 146
a31oi | 18 | 113
nand3 | 46 | 230
mux2i | 24 | 240
xor2 | 22 | 193
a21oi | 78 | 390
nor2 | 96 | 363
nor4 | 16 | 106
ha | 62 | 776
inv | 48 | 180
xnor2 | 30 | 263
a21o | 24 | 180
worst max-delay path: stages (launching register included):
cell and delay [ns]:
edfxtp_1 0.33, buf_4 0.30, clkinv_1 0.68, nor2_1 0.64, nand2_1 0.17, ha_1 0.49
and3_1 0.31, nand2_1 0.09, a2111oi_0 0.73, nor4_1 0.15, xnor2_1 0.17, nand2_1 0.09
a31oi_2 0.18, buf_4 0.32, or2_1 0.67
kinds of logic (layout without fill, tap and decap cells):
family	after synthesis	in the layout	synth area share
xor gates and xnor gates	52	52	0.0468
DFF	127	127	0.358
AOI/OAI and AO/OA	280	280	0.181
adders and majority gates	66	66	0.0879
buffers and inverters	103	127	0.0429
other	1	2	0.000385
muxes	47	47	0.0732
and+or+nand+nor	460	460	0.210
routing by layer:
layer,vias to the layer above,wire (um),global-route usage
li1,4144,-,-
met4,0,376,0.0252
met5,-,0,0
met3,30,1900,0.0435
met2,295,11500,0.248
met1,4022,12500,0.257
registers in the layout, indices dropped and copies added (netlist names):
register and flops:
LEDR 16, temp_for_msb 18, value_of_power 32, n 8, power 16, ms_set_bit 5, temp_for_msb_neg 32
worst max path at each step:
| stage | end | slack [ns] |
|---|---|---|
| CTS | value_of_power[12]$_DFFE_PP_ | 10.02 |
| global route | value_of_power[17]$_DFFE_PP_ | 9.48 |
| finish | value_of_power[9]$_DFFE_PP_ | 9.98 |
layout make-up:
class	instances	area (sq um)
clock inverter	14	136
timing repair buffer	46	430
multi-input combinational	907	5850
tap	402	503
fill	3221	20700
sequential	127	3480
clock buffer	18	450
inverter	49	184
power groups by stage:
stage	combinational, mW	clock [mW]	sequential, mW
CTS	1.56	0.400	0.671
global route	1.76	0.414	0.689
finish	1.57	0.393	0.675
Power and IR drop assume default switching activity.
