## flow/run.sh

```bash
#!/bin/bash
# OpenROAD 26Q1-2900-gdf79404cd8, Yosys 0.63+post, stock flow scripts
make -C /OpenROAD-flow-scripts/flow DESIGN_CONFIG=/design/flow/config.mk WORK_HOME=/design/flow/orfs finish
```

## flow/config.mk

```make
export PLATFORM = sky130hd
export DESIGN_NAME = vgadriver
export DESIGN_NICKNAME = vgadriver
export VERILOG_FILES = /design/flow/design.v
export SDC_FILE = /design/flow/constraint.sdc
export NUM_CORES = 4
export LEC_CHECK = 1
export CORE_AREA = 10 10 99 99
export DIE_AREA = 0 0 109 109
```

## flow/constraint.sdc

```tcl
current_design vgadriver

set clk_period 1.3
set clk_io_pct 0.2

create_clock -name clk0 -period $clk_period [get_ports {CLOCK_50}]

set non_clock_inputs [all_inputs -no_clocks]
set_input_delay [expr $clk_period * $clk_io_pct] -clock clk0 $non_clock_inputs
set_output_delay [expr $clk_period * $clk_io_pct] -clock clk0 [all_outputs]
```

## flow/design.v

```verilog
`default_nettype none
module vgadriver(CLOCK_50, VGA_R, VGA_G, VGA_B, VGA_BLANK, VGA_SYNC, VGA_HS, VGA_VS);
input wire CLOCK_50;
output reg[9:0] VGA_R;
output reg[9:0] VGA_G;
output reg[9:0] VGA_B;
output reg VGA_BLANK;
output reg VGA_SYNC;
output reg VGA_HS;
output reg VGA_VS;
reg[9:0] x_count;
reg[9:0] y_count;
wire CLOCK_25;
clockdivider clock25(CLOCK_50, CLOCK_25);
initial begin
	x_count = 0;
	y_count = 0;
	VGA_R = 512;
	VGA_G = 512;
	VGA_B = 512;
	VGA_BLANK = 1;
	VGA_SYNC = 1;
	VGA_HS = 1;
	VGA_VS = 1;
end
always @ (posedge CLOCK_25) begin
	x_count <= x_count + 1;
	if (x_count <= 640) begin
		VGA_R <= 0;
		VGA_G <= 1024;
		VGA_B <= 0;
	end
	if (x_count > 640 && x_count < 800) begin
		VGA_BLANK <= 0;
		if (x_count >= 656 && x_count < 753) begin
			VGA_SYNC <= 0;
			VGA_HS <= 0;
		end
		else begin
			VGA_SYNC <= 1;
			VGA_HS <= 1;
		end
	end
	else begin
		VGA_BLANK <= 1;
	end
	if (x_count >= 800) begin
		x_count <= 0;
		y_count <= y_count + 1;
	end
	if (y_count <= 480) begin
	end
	if (y_count > 480 && y_count < 525) begin
		VGA_BLANK <= 0;
		if (y_count > 490 && y_count <= 492) begin
			VGA_SYNC <= 0;
			VGA_VS <= 0;
		end
		else begin
			VGA_SYNC <= 1;
			VGA_VS <= 1;
		end
	end
	else begin 
		VGA_BLANK <= 1;
	end
	if (y_count >= 525) begin
		y_count <= 0;
	end
end
endmodule
module clockdivider(clock, clock_25);
	input wire clock;
	output reg clock_25;
	always @ (posedge clock) begin
		clock_25 <= clock_25 + 1;
	end
	endmodule
```

==> run notes <==
STA
• 0.453 ns — time the worst path needs with I/O delays and setup
• no — unrepaired setup endpoints after global routing
• 0 — Final setup viols
• 0 ns — setup TNS
• 35 — count of endpoints without a timing constraint
• 25 — register pins left without a clock
• 0.348 — period utilization
• 0.573 ns — Worst Max-Slew Pin Slew
• 0.618 — worst slew slack as a fraction of its limit
• 0 ns — Worst Skew
• 2210 MHz — Max Clock Freq
• 0 — max-slew violations
• 0 — final-report hold violation count

Worst setup path
• 2 — crit-path max FO
• clock25.clock_25 — endpoint of the worst register-to-register path
• 0.30 ns — delay contributed by the slowest stage of the critical path
• 1 — buffers plus inverters on the worst setup path
• flop to flop — critical path type
• flop — startpoint types
• clock25.clock_25 — Worst R2R Start
• clock25.clock_25 — first element of the critical path
• flop — crit end category
• 0.85 ns — internal reg-to-reg setup slack
• inv_1 — ordered cell list for the critical path
• 0.34 ns — worst endpoint data arrival time
• flip-flops — dominant delay contributor by cell family on the critical path
• dfxtp_1 — slowest cell on the critical path
• 1.19 ns — Crit path required time
• 1 — reg2reg path depth

Synth
• dfxtp_1 29%, buf_4 15%, edfxtp_1 7.9% — Cell area leaders
• 1520 um^2 — netlist area before placement
• 169 — number of standard cells reported by yosys
• 1520 um^2 — yosys-reported design area after synthesis
• 0.290 — Top cell area share
• 8.97 um^2 — average instance area after synthesis
• dfxtp_1 — cell type with the highest aggregate area in the netlist
• 169 — Post-Synthesis Cells
• 26 — number of synthesized register bits
• 2 — yosys synthesis warning count
• 41 — Cell variety after synth
• 0.370 — fraction of the yosys area taken by sequential cells

Power
• 0.605 nW — LEAKAGE
• 31.9 uW — Internal
• 5.05 uW — net load switching power
• 0 — relative contribution of the clock network to total power
• 0.137 — Switching Fraction
• 0.863 — sequential power share
• 23.7 nW/um^2 — total power per unit cell area
• 0.137 — Comb power frac
• 0.0356 mV — maximum resistive drop on vdd

Routing
• 4 — total iterations of the first detailed-routing run
• 3.56 — vias per cell
• 2310 um — DRT Wirelength
• 0 — Post-route DRC
• 0 — post-route ant nets
• 964 — vias after detailed routing
• 25 — initial detailed-routing violation count
• 8.54 um — DR WL/cell
• 0 — antenna fix cells

Final layout
• 1560 um^2 — post-layout instance area
• 0.0473 — share of layout cells above drive strength 1
• 28 x conb_1, 22 x dfxtp_1, 18 x nor2_1, 11 x nand2_1 — commonest non-fill, non-tap cells in the layout
• conb_1 — most common logic cell in the routed design
• 2.81% — Area growth syn-to-layout

Status
• finished, final reports clean — run status

Run
• 0 — max_cap viols
• 32 — total tool warning count

Die
• 109 um — DIE WIDTH
• 0.196 — floorplan-stage core utilization
• 7730 um^2 — area of the placeable core
• 32 — std cell rows
• 109 um — floorplan die height
• 35 — boundary pin count
• 11900 um^2 — die footprint

GRT
• 0 — aggregate global routing overflow
• 0.0380 — all-layer global routing usage
• 4060 um — first-pass GRT wire length
• 917 — via count of the first global-routing pass
• 26 — largest net degree at the start of global routing
• 0 — initial antenna violation count

Placed design
• 1790 um — half-perimeter wire length of the detailed placement result
• 0.818 — final weighted congestion of routability-driven global placement
• 1560 um^2 — placed cell area
• 7 — Port-buffer cells

Hold path
• flop to flop — worst min-delay path category
• 1 — number of cells traversed by the worst hold path
• clock25.clock_25 — Hold Path End
• clock25.clock_25 — Worst Hold Launch

CTS
• 0 ns — clock transition at the registers of the reported paths
• 0 — CTS resizes
• 0 — number of buffers added for setup after CTS
• 0 ns — clock latency (worst-skew pair)
• 0 — hold buffer count at CTS

power by group through the flow:
stage / combinational [mW] / sequential [mW] / clock [mW]
finish: 0.00505 / 0.0319 / 0
CTS: 0.00752 / 0.0319 / 0
global route: 0.00942 / 0.0319 / 0
logic make-up (layout without fill, tap and decap cells):
family,count (synthesis),in the layout,share of synthesized area
xor gates and xnor gates,12,12,0.0693
buffers and inverters,44,17,0.196
AOI/OAI and AO/OA,20,20,0.102
other,1,28,0.00247
and+or+nand+nor,60,60,0.210
DFF,26,26,0.370
adders and majority gates,6,6,0.0495
flip-flops by register name (all words and copies together), names as in the netlist:
register and flops:
VGA_BLANK 1, VGA_HS 1, x_count 10, VGA_G 1, VGA_SYNC 1, y_count 10, VGA_VS 1, clock25.clock_25 1
metrics by stage:
step	instances	hold slack (ns)	util	total power, mW	worst slack [ns]
global route	271	0.375	0.202	0.0413	0.830
global placement	271	0.364	0.202	0.0405	0.846
detailed placement	271	0.364	0.202	0.0392	0.844
floorplan	196	0.548	-	0.0898	0.520
CTS	271	0.364	0.202	0.0394	0.844
finish	271	0.362	0.202	0.0369	0.847
cell usage after synthesis, drive strengths merged:
| master | count |
|---|---|
| and4 | 1 |
| or3 | 3 |
| and2 | 1 |
| o211ai | 2 |
| o2bb2ai | 1 |
| nor2b | 1 |
| xor2 | 9 |
| nor4 | 2 |
| dfxtp | 22 |
| edfxtp | 4 |
| o21ai | 4 |
| nand2 | 11 |
| and4b | 1 |
| nor4b | 2 |
| ha | 6 |
| nand3 | 5 |
| a21oi | 5 |
| nor3 | 2 |
| nor2 | 19 |
| and3 | 2 |
| or3b | 1 |
| inv | 9 |
| xnor2 | 3 |
| conb | 1 |
| a21boi | 3 |
| a31oi | 3 |
| o311ai | 1 |
| or4 | 1 |
| o311a | 1 |
| buf | 33 |
| clkbuf | 2 |
| nand4 | 7 |
| nand2b | 1 |
worst max path at each step:
stage / endpoint / slack [ns] / cells after the start
after CTS: clock25.clock_25 / 0.84 / 1
after global routing: clock25.clock_25 / 0.83 / 1
final: clock25.clock_25 / 0.85 / 1
final cells by class:
type                       count  area, um^2
fill                         843        6170
inverter                       9        33.8
multi-input combinational    126         759
sequential                    26         561
tap                          102         128
timing repair buffer           8        77.6
metal layers:
layer	GRT usage	vias to the layer above	routed length (um)
met4	0	0	0
met1	0.0567	427	1220
met3	0.00418	0	135
li1	-	513	-
met5	0	-	0
met2	0.0617	24	953
No activity file was given, so power comes from the tool's default toggle rates.
